===== design/flow/run.sh =====
#!/bin/bash
# OpenROAD 26Q1-2900-gdf79404cd8, Yosys 0.63+post, stock flow scripts
make -C /OpenROAD-flow-scripts/flow DESIGN_CONFIG=/design/flow/config.mk WORK_HOME=/design/flow/orfs finish

===== design/flow/config.mk =====
export PLATFORM = sky130hd
export DESIGN_NAME = CommMaster
export DESIGN_NICKNAME = CommMaster
export VERILOG_FILES = /design/flow/design.v
export SDC_FILE = /design/flow/constraint.sdc
export NUM_CORES = 4
export LEC_CHECK = 1
export CORE_UTILIZATION = 50

===== design/flow/constraint.sdc =====
current_design CommMaster

set clk_period 7.6
set clk_io_pct 0.2

create_clock -name clk0 -period $clk_period [get_ports {clk}]

set non_clock_inputs [all_inputs -no_clocks]
set_input_delay [expr $clk_period * $clk_io_pct] -clock clk0 $non_clock_inputs
set_output_delay [expr $clk_period * $clk_io_pct] -clock clk0 [all_outputs]

===== design/flow/design.v =====
module CommMaster(clk, rst_n, cmd, send_cmd, data, TX, RX, resp, resp_rdy, frm_snt); 
input clk, rst_n;
input send_cmd;			 
input [7:0] cmd;		 
input [15:0] data;		 
output [7:0] resp;
output resp_rdy;
output reg frm_snt;
input RX;				 
output TX;
reg [15:0] data_reg; 	 
reg [7:0] tx_data; 		 
typedef enum reg [1:0] {IDLE, CMD, DATA_HI, DATA_LO} state_t;
state_t state, next_state;
reg trmt, tx_done, set_done, clr_done;
reg [1:0] sel;
UART uart	(	.clk(clk), .rst_n(rst_n),
				.trmt(trmt), .tx_data(tx_data), .tx_done(tx_done),
				.TX(TX), .RX(RX), .rx_data(resp), .rx_rdy(resp_rdy), .clr_rx_rdy()
			);
assign tx_data = sel[1] ? cmd : 
				 sel[0] ? data[15:8] : 
				 data[7:0];
always_ff @(posedge clk, negedge rst_n) begin
	if (!rst_n) state <= IDLE;
	else state <= next_state;
end
always_comb begin
	next_state = IDLE;
	trmt = 0;
	sel = 0;
	set_done = 0;
	clr_done = 0;
	case(state)
		IDLE: begin	
			if (send_cmd) begin
				next_state = CMD;
				trmt = 1;
				clr_done = 1;
				sel = 2;
			end
		end
		CMD: begin
			if (tx_done) begin
				next_state = DATA_HI;
				trmt = 1;
				sel = 1;
			end
			else next_state = CMD;
		end
		DATA_HI: begin
			if (tx_done) begin
				next_state = DATA_LO;
				trmt = 1;
			end
			else next_state = DATA_HI;
		end
		DATA_LO: begin
			if (tx_done) begin
				next_state = IDLE;
				set_done = 1;
			end
			else next_state = DATA_LO;
		end
	endcase
end
always_ff @(posedge clk, negedge rst_n) begin
	if 		(!rst_n) frm_snt <= 0;
	else if (clr_done) frm_snt <= 0;
	else if (set_done) frm_snt <= 1;
end
always_ff @(posedge clk, negedge rst_n) begin
	if (!rst_n) data_reg <= 0;
	else if (send_cmd) data_reg <= data;
end
endmodule
module UART(clk, rst_n, RX, TX, rx_rdy, clr_rx_rdy, rx_data, trmt, tx_data, tx_done);
input clk,rst_n;		 
input RX,trmt;		 
input clr_rx_rdy;		 
input [7:0] tx_data;		 
output TX,rx_rdy,tx_done;	 
output [7:0] rx_data;		 
UART_tx_KEY iTX(.clk(clk), .rst_n(rst_n), .TX(TX), .trmt(trmt),
        .tx_data(tx_data), .tx_done(tx_done));
UART_rx_KEY iRX(.clk(clk), .rst_n(rst_n), .RX(RX), .rdy(rx_rdy),
             .clr_rdy(clr_rx_rdy), .rx_data(rx_data));
endmodule
module UART_rx_KEY(clk,rst_n,RX,rdy,rx_data,clr_rdy);
input clk,rst_n;			 
input RX;					 
input clr_rdy;			 
output rdy;				 
output [7:0] rx_data;		 
typedef enum reg {IDLE, RX_STATE} state_t;
state_t state, nxt_state;
reg [8:0] shift_reg;		 
reg [3:0] bit_cnt;			 
reg [11:0] baud_cnt;			 
reg rdy;					 
reg rx_ff1, rx_ff2;			 
logic start, set_rdy, receiving;		 
wire shift;
always_ff @(posedge clk or negedge rst_n)
  if (!rst_n)
    state <= IDLE;
  else
    state <= nxt_state;
always_ff @(posedge clk or negedge rst_n)
  if (!rst_n)
    bit_cnt <= 4'b0000;
  else if (start)
    bit_cnt <= 4'b0000;
  else if (shift)
    bit_cnt <= bit_cnt+1;
always_ff @(posedge clk or negedge rst_n)
  if (!rst_n)
    baud_cnt <= 1302;			 
  else if (start)
    baud_cnt <= 1302;			 
  else if (shift)
    baud_cnt <= 2604;			 
  else if (receiving)
    baud_cnt <= baud_cnt-1;		 
always_ff @(posedge clk)
  if (shift)
    shift_reg <= {rx_ff2,shift_reg[8:1]};    
always @(posedge clk or negedge rst_n)
  if (!rst_n)
    rdy <= 1'b0;
  else if (start || clr_rdy)
    rdy <= 1'b0;			 
  else if (set_rdy)
    rdy <= 1'b1;
always_ff @(posedge clk or negedge rst_n)
  if (!rst_n)
    begin
      rx_ff1 <= 1'b1;			 
      rx_ff2 <= 1'b1;
    end
  else
    begin
      rx_ff1 <= RX;
      rx_ff2 <= rx_ff1;
    end
always_comb
  begin
    start         = 0;
    set_rdy    = 0;
    receiving     = 0;
    nxt_state     = IDLE;	 
    case (state)
      IDLE : begin
        if (!rx_ff2)		 
          begin
            nxt_state = RX_STATE;
            start = 1;
          end
        else nxt_state = IDLE;
      end
      default : begin		 
        if (bit_cnt==4'b1010)
          begin
            set_rdy = 1;
            nxt_state = IDLE;
          end
        else
          nxt_state = RX_STATE;
        receiving = 1;
      end
    endcase
  end
assign shift = ~|baud_cnt; 						 
assign rx_data = shift_reg[7:0];				 
endmodule
module UART_tx_KEY(clk,rst_n,TX,trmt,tx_data,tx_done);
input clk,rst_n;		 
input trmt;			 
input [7:0] tx_data;	 
output TX, tx_done;		 
reg state,nxt_state;	 
reg [8:0] shift_reg;	 
reg [3:0] bit_cnt;		 
reg [11:0] baud_cnt;		 
reg tx_done;			 
reg load, trnsmttng;		 
wire shift;
localparam IDLE = 1'b0;
localparam TX_STATE = 1'b1;
always @(posedge clk or negedge rst_n)
  if (!rst_n)
    state <= IDLE;
  else
    state <= nxt_state;
always @(posedge clk or negedge rst_n)
  if (!rst_n)
    bit_cnt <= 4'b0000;
  else if (load)
    bit_cnt <= 4'b0000;
  else if (shift)
    bit_cnt <= bit_cnt+1;
always @(posedge clk or negedge rst_n)
  if (!rst_n)
    baud_cnt <= 2604;
  else if (load || shift)
    baud_cnt <= 2604;			 
  else if (trnsmttng)
    baud_cnt <= baud_cnt-1;		 
always @(posedge clk or negedge rst_n)
  if (!rst_n)
    shift_reg <= 9'h1FF;		 
  else if (load)
    shift_reg <= {tx_data,1'b0};	 
  else if (shift)
    shift_reg <= {1'b1,shift_reg[8:1]};	 
always @(posedge clk or negedge rst_n)
  if (!rst_n)
    tx_done <= 1'b0;
  else if (trmt)
    tx_done <= 1'b0;
  else if (bit_cnt==4'b1010)
    tx_done <= 1'b1;
always @(state,trmt,shift,bit_cnt)
  begin
    load         = 0;
    trnsmttng = 0;
    nxt_state    = IDLE;	 
    case (state)
      IDLE : begin
        if (trmt)
          begin
            nxt_state = TX_STATE;
            load = 1;
          end
        else nxt_state = IDLE;
      end
      default : begin		 
        if (bit_cnt==4'b1010)
          nxt_state = IDLE;
        else
          nxt_state = TX_STATE;
        trnsmttng = 1;
      end
    endcase
  end
assign shift = ~|baud_cnt;
assign TX = shift_reg[0];		 
endmodule

==> metrics.cfg <==
[clock_tree]
clock_sinks=60
root_buffer=clkbuf_8
clk_latency_ns=0.33
clk_path_buf_depth=2
numCtsBuffers=9
post_cts_resized=0
cts-htree-levels=3
path_clk_slew_ns=0.06
cts_setup_buffers=0
tritoncts=done
hold_buffers=0

[final_timing]
period_needed_ns=3.09
slew_viol_final=0
fin_setup_tns_ns=0
setup_violations=0
clock-skew-final_ns=0.00858
hold_viol=0
clock.fmax_mhz=324
worstMarginPinSlew_ns=0.688
rsz0062_at_grt=false
finalCritPeriodShare_pct=40.6
relSlewSlack_pct=53.7

[logic_synthesis]
async_flop_share_pct=85.0
syn_avg_cell_area_sq_um=10.2
ys_warn_count=5
edf_count=9
synth_cells=305
yosys.cell_types.count=57
synthFlopType=dfrtp_1
ys_ff=60
ys_cells=305
yosys.stat.seqShare_pct=50.5
ys_area_sq_um=3110
syn_area_sq_um=3110

[placed_design]
dp.cells=398
gp_congestion=0.844
port_buffers=37
placed_area_sq_um=3460
hpwl_um=4010

[power]
leakage_nw=1.40
peakVddDrop_v=0.000105
powerDensity_nw_per_um2=173

[global_route]
grt_pass1_wl_um=10100
antenna_found_initial=0
grt_max_degree=52
track_usage_pct=20.6
grt_pass1_vias=2148
overflow=0

[layout]
area_growth_pct=16.9
fillerInstances=501
lay_top_cells=nand2_1, clkdlybuf4s50_1, dfrtp_1
lay_top_count=nand2_1
final_area_sq_um=3640
top_regs=uart.iRX.baud_cnt x12, uart.iTX.baud_cnt x12
seq_area_sq_um=1570
finalNonFillerCells=414
final_layout_size_suffix_gt1_share_pct=16.2
comb_area_sq_um=1350

[setup_path]
arrival_ns=3.31
critical_path.startpoint_type=input port
required_ns=7.82
crit_type=in2reg
crit_fanout=20
endpoint_kind=flip-flop

[detailed_routing]
dr.first_iter.drc_count=129
drt_wl_total_um=5850
vias=2218
n_antenna_cell=0
drt_first_pass_iters=5
drc_errors=0
ant_nets=0
wl_per_cell_um=14.1
vias_per_cell=5.36

[die]
die_area_sq_um=6550
row_count=28
dieWidth_um=80.9
core_sq_um=5960
io_pins=39
fp_util_pct=52.3
dieHeight_um=80.9

[min_path]
hold_class=reg2reg

[run_status]
status=completed

[run]
warnings=29
drv_cap=0

==> critical path, stage by stage <==
cell,delay [ns]
clkdlybuf4s50_1,0.48
or4b_4,0.60
a21oi_4,0.42
nor3_1,0.09
o21a_1,0.19
==> cells by family (layout without fill, tap and decap cells) <==
logic type / after synthesis / in the layout / share of synthesized area, %
XOR/XNOR: 18 / 18 / 5.06
flip-flops: 60 / 60 / 50.5
other: 1 / 1 / 0.120
AND-OR/OR-AND: 61 / 61 / 14.3
multiplexers: 2 / 2 / 0.683
adder cells (fa/ha/maj): 7 / 7 / 2.81
AND/OR/NAND/NOR: 118 / 118 / 20.2
buffers and inverters: 38 / 72 / 6.27
==> path summary, 6_finish.rpt <==
| kind | from | to | slack, ns | cells after the start |
|---|---|---|---|---|
| min in group asynchronous | rst_n | uart.iTX.bit_cnt[1] | 1.29 | 2 |
| worst max register to register | uart.iTX.baud_cnt[0] | uart.iTX.bit_cnt[3] | 5.30 | 7 |
| max in group asynchronous | rst_n | uart.iRX.baud_cnt[9] | 5.86 | 2 |
| worst min-delay path | uart.iRX.rx_ff1 | uart.iRX.rx_ff2 | 0.36 | 0 |
| worst max-delay path | send_cmd | uart.iTX.baud_cnt[0] | 4.51 | 5 |
| worst min register to register | uart.iRX.rx_ff1 | uart.iRX.rx_ff2 | 0.36 | 0 |
==> cell type report <==
type                    instances  area share (%)
inverters                      17            1.75
repair buffers                 39            10.5
well taps                      75            2.58
multi-input cells             207            37.0
clock inverters                 6            1.51
flip-flops and latches         60            43.2
clock buffers                  10            3.51
==> power breakdown <==
group | total, W | leakage, nW | switching (W) | internal (W)
registers | 0.000334 | 0.658 | 0.00000225 | 0.000332
clock network | 0.000268 | 0.0911 | 0.000120 | 0.000148
logic | 0.0000280 | 0.656 | 0.0000108 | 0.0000172
==> Yosys cell counts (all sizes together) (2+ instances only) <==
cell type	n	area share, %
ha	7	2.8
xnor2	13	3.7
a211oi	2	0.48
xor2	5	1.4
a32o	2	0.64
nor3	10	1.8
a31oi	16	3.2
o21a	4	0.96
dfstp	22	19
o21ai	7	1.1
nor2b	3	0.60
nand3	7	1.3
buf	16	3.6
nor2	25	3.3
dfrtp	29	23
nor4	8	2.5
o41ai	2	0.56
or2	2	0.40
a2bb2oi	7	3.0
nor4b	2	1.0
clkbuf	5	0.60
or4b	2	0.76
edfxtp	9	8.7
nand3b	2	0.48
nand2	44	5.3
inv	16	1.9
a21oi	15	2.8
or3	4	0.80
nand4	3	0.60
==> layer usage <==
metal	GRT usage [%]	routed length, um
met3	4.68	253
met4	3.04	88
met5	0	0
met2	30.6	2530
met1	33.4	2970
==> stage by stage <==
stage	total power (W)	utilization (%)	setup WS, ns	hold WS, ns
2_1_floorplan	0.000346	-	4.91	0.345
3_3_place_gp	0.000368	58.0	4.20	0.346
3_5_place_dp	0.000368	58.0	4.18	0.351
4_1_cts	0.000640	61.1	4.53	0.360
5_1_grt	0.000658	61.1	4.42	0.366
6_report	0.000630	61.1	4.51	0.358
Power is estimated from default activity; no workload was simulated.
